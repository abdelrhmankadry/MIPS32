==> /design/flow/run.sh <==
#!/bin/bash
# OpenROAD 26Q1-2900-gdf79404cd8, Yosys 0.63+post, stock flow scripts
make -C /OpenROAD-flow-scripts/flow DESIGN_CONFIG=/design/flow/config.mk WORK_HOME=/design/flow/orfs finish
==> /design/flow/constraint.sdc <==
current_design alu

set clk_period 16.2
set clk_io_pct 0.2

create_clock -name clk0 -period $clk_period

set non_clock_inputs [all_inputs -no_clocks]
set_input_delay [expr $clk_period * $clk_io_pct] -clock clk0 $non_clock_inputs
set_output_delay [expr $clk_period * $clk_io_pct] -clock clk0 [all_outputs]
==> /design/flow/config.mk <==
export PLATFORM = sky130hd
export DESIGN_NAME = alu
export DESIGN_NICKNAME = alu
export VERILOG_FILES = /design/flow/design.v
export SDC_FILE = /design/flow/constraint.sdc
export NUM_CORES = 4
export LEC_CHECK = 1
export CORE_UTILIZATION = 40
==> /design/flow/design.v <==
module alu(data1,data2,OP,dataOut,shamt,Zero);
input[31:0] data1,data2;
input[3:0] OP;
input[4:0] shamt;
output reg [31:0] dataOut;
output  Zero;
always @(*)
begin
case(OP)
4'b0000:
dataOut=data1&data2;
4'b0110:
dataOut=data1-data2;
4'b0001:
dataOut=data1|data2;
4'b0010:
dataOut=data1+data2;
4'b0101:dataOut = data2 << shamt; 
4'b0111: dataOut = $signed(data1) < $signed(data2) ? 1 : 0;
default:dataOut=data1+data2;
endcase
end
assign Zero=(dataOut==0);
endmodule
==> results.py <==
# Synthesis and PnR figures
metrics = {
    "grt": {
        "antenna_found_initial": 0,
        "track_usage": 0.337,
        "grt_overflow": 0,
        "grt_max_degree": 58,
        "grt_pass1_wl_um": 46700,
        "grt_pass1_vias": 7797,
    },
    "pwr": {
        "p_per_area_nw_per_um2": 38.1,
        "clockPowerShare": 0,
        "power.internal_uw": 134,
        "switching_share": 0.578,
        "vdd_drop_max_v": 0.0000230,
        "seq_power_share": 0,
        "power_uw": 318,
        "power_leakage_nw": 3.50,
        "p_comb_frac": 1.000,
        "p_switching_uw": 184,
    },
    "route": {
        "num_vias": 8608,
        "dr.pass1.iters": 7,
        "drc": 0,
        "drtIter0Drc": 1025,
        "wl_per_cell_um": 23.5,
        "wirelength_um": 31000,
        "via_per_inst": 6.51,
        "ant_nets": 0,
        "n_antenna_cell": 0,
    },
    "min_path": {
        "holdPathStages": 5,
        "hp-class": "in -> out",
        "min_from": "shamt[2]",
        "hold_path_end": "dataOut[17]",
    },
    "sta": {
        "timing.final.crit_share": 0.737,
        "maxSlewHeadroom": 0.337,
        "setup_slack_ns": 4.26,
        "finalSetupViolations": 0,
        "max_clock_freq_mhz": 83.7,
        "worst_slew_pin_slew_ns": 0.988,
        "slew_violations": 0,
        "whs_ns": 7.68,
        "grt_setup_unrepaired": "false",
        "tns_ns": 0,
        "period_needed_ns": 11.94,
        "hold_violations": 0,
    },
    "synth": {
        "syn_inst": 1047,
        "synth_area_um2": 7360,
        "simple_gate_share": 0.206,
        "xor_area_frac": 0.0214,
        "synth.area.top_cells": "ha_1, a21oi_1, inv_1, mux4_2, nor2_1",
        "ys_sh_mux": 0.143,
        "synth_top_cell_by_area": "ha_1",
        "synthAdderAreaFrac": 0.169,
        "ys_seq_share": 0,
        "ys_sh_aoi": 0.343,
        "yosysWarnings": 1,
        "yosys_cells": 1047,
        "ys_chip_area_um2": 7360,
        "synthTopLogicFamily": "AND-OR/OR-AND gates",
        "synth.avg_cell_area_um2": 7.03,
        "yosysUniqueCellTypes": 97,
        "synth_top_area_share": 0.163,
    },
    "critical_path": {
        "crit_chain": "clkdlybuf4s50_1 > inv_1 > ha_1 > nor2_1 > o311ai_0 > and2_1 > xnor2_1 > o21ai_1 > or4_1 > nor4_1 > or4b_1 > nor4_1 > nand4b_1 > nor4_2 > clkdlybuf4s50_1",
        "critical_path_arrival_ns": 8.70,
        "cp.depth": 15,
        "crit_family": "simple AND/OR/NAND/NOR gates",
        "path_buffers": 3,
        "critPathMaxFanout": 7,
        "cp_slowest_cell": "o311ai_0",
        "cpPeakStageDelay_ns": 0.81,
        "start_kind": "input port",
        "crit_type": "in -> out",
        "cp_data_required_time_ns": 12.96,
        "endpoint_kind": "output pin",
    },
    "floorplanning": {
        "die.size.y_um": 138,
        "coreArea_um2": 18000,
        "die_w_um": 138,
        "fp_util": 0.409,
        "die_area_um2": 19000,
        "row_count": 49,
        "ios": 106,
    },
    "final_layout": {
        "regArea_um2": 0,
        "nFlopsAndLatches": 0,
        "clock_buffer_count": 0,
        "synthToLayoutAreaGrowth_pct": 13.2,
        "drive_gt1_frac": 0.0805,
        "utilization": 0.462,
    },
    "placed_design": {
        "dp_hpwl_um": 24900,
        "port_buffers": 106,
        "gp_congestion": 1.03,
        "pre_cts_slack_ns": 4.42,
    },
    "status": {
        "run_status": "complete, no violations",
    },
    "clock_tree": {
        "cts_resized": 0,
        "postCtsSetupBuffers": 0,
        "holdBufCountCts": 0,
    },
    "run": {
        "warnings": 96,
        "max_cap_violations": 0,
    },
}
## cell usage in the layout (no fill, tap or decap), drive strengths merged, types with 17 or more instances in the layout
cell | Yosys | routed
nor4 | 17 | 17
a221oi | 19 | 19
mux4 | 23 | 23
clkdlybuf4s50 | 0 | 102
ha | 96 | 96
inv | 105 | 105
nand2 | 85 | 85
a21oi | 101 | 101
mux2i | 34 | 34
nand3 | 19 | 19
o21ai | 67 | 67
nor2 | 93 | 93
a211oi | 19 | 19
nor3 | 25 | 25
buf | 33 | 18
## area by class of cell
type | count | area (um^2)
Tap cell | 229 | 287
Inverter | 105 | 394
Timing Repair Buffer | 120 | 1150
Multi-Input combinational cell | 868 | 6510
Fill cell | 1882 | 9690
## worst min-delay path, delay by kind of cell
kind | cells | cell delay [ns]
buffers and inverters | 3 | 0.86
AND/OR/NAND/NOR | 2 | 0.32
## how the worst max path moves through the flow
stage | endpoint | start
after global routing | Zero | data2[2]
after CTS | Zero | data2[2]
final | Zero | data2[2]
## routing by layer
metal | share of wire | global-route usage
met1 | 0.44 | 0.510
met2 | 0.43 | 0.496
met3 | 0.10 | 0.0642
met4 | 0.025 | 0.0700
met5 | 0 | 0
## power by group through the flow
stage,clock network [mW],logic (mW),registers (mW)
6_report,0,0.318,0
5_1_grt,0,0.342,0
4_1_cts,0,0.310,0
## Yosys cell counts, drive strengths merged, types with 7 or more instances
cell type / n
o31ai: 16
o21a: 7
nand4: 10
o21bai: 7
xnor2: 16
o22ai: 12
o221ai: 12
mux2i: 34
nand2b: 8
a21o: 12
a31oi: 14
nand2: 85
a21oi: 101
nor2: 93
ha: 96
inv: 105
or3: 12
nand3: 19
o21ai: 67
a211oi: 19
mux2: 14
mux4: 23
o211ai: 16
a311oi: 7
and2: 8
nor4: 17
a221oi: 19
nor3: 25
clkbuf: 41
buf: 33
## cells by family after synthesis
group,after synthesis
compound gates,371
xor+xnor,18
mux,71
buf+inv,179
simple gates,310
fa+ha+maj,98
## per-stage QoR
stage | area [um^2] | cells
after floorplan | 7360 | 1047
after global placement | 8340 | 1322
after detailed placement | 8340 | 1322
after CTS | 8340 | 1322
after global routing | 8340 | 1322
final | 8340 | 1322
Power is estimated from default activity; no workload was simulated.
